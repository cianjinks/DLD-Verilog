### flow/config.mk
export PLATFORM = sky130hd
export DESIGN_NAME = Compare
export DESIGN_NICKNAME = Compare
export VERILOG_FILES = /design/flow/design.v
export SDC_FILE = /design/flow/constraint.sdc
export NUM_CORES = 4
export LEC_CHECK = 1
export CORE_AREA = 10 10 70 70
export DIE_AREA = 0 0 80 80
### flow/constraint.sdc
current_design Compare

set clk_period 3.2
set clk_io_pct 0.2

create_clock -name clk0 -period $clk_period

set non_clock_inputs [all_inputs -no_clocks]
set_input_delay [expr $clk_period * $clk_io_pct] -clock clk0 $non_clock_inputs
set_output_delay [expr $clk_period * $clk_io_pct] -clock clk0 [all_outputs]
### flow/design.v
module Compare(A, B, Y);
  output reg [5: 0] Y;
  input [3: 0] A, B;
  always @(A or B)
  begin
    if(A == B) Y [5] = 1;
    else Y [5] = 0;
    if(A != B) Y [4] = 1;
    else Y [4] = 0;
    if(A > B) Y [3] = 1;
    else Y [3] = 0;
    if(A < B) Y [2] = 1;
    else Y [2] = 0;
    if(A >= B) Y [1] = 1;
    else Y [1] = 0;
    if(A <= B) Y [0] = 1;
    else Y [0] = 0;
  end
endmodule
### flow/run.sh
#!/bin/bash
# OpenROAD 26Q1-2900-gdf79404cd8, Yosys 0.63+post, stock flow scripts
make -C /OpenROAD-flow-scripts/flow DESIGN_CONFIG=/design/flow/config.mk WORK_HOME=/design/flow/orfs finish
==> flow_summary.json <==
{
  "fp.coreArea_um2": 3420,
  "gp_congestion": 0.711,
  "drc": 0,
  "finalSetupViolCount": 0,
  "warnings": 32,
  "path_cells": "clkdlybuf4s50_1 -> inv_1 -> ha_1 -> a21oi_1 -> and2_1 -> clkdlybuf4s50_1",
  "hold_buffers": 0,
  "p_per_area_nw_per_um2": 136,
  "muxShareOfSynthArea_pct": 0,
  "place_hpwl_um": 504,
  "initCoreUtil_pct": 3.81,
  "cp_common_cell": "clkdlybuf4s50_1",
  "critPathRequiredTime_ns": 2.56,
  "period_used_pct": 93.9,
  "vias_per_cell": 2.12,
  "drive_gt1_share_pct": 9.68,
  "post_cts_buffers": 0,
  "hold_viol": 0,
  "regArea_um2": 0,
  "ys_sh_aoi_pct": 23.1,
  "syn2layout_area_growth_pct": 152,
  "antenna_found_initial": 0,
  "synth-xor-area-share_pct": 0,
  "slew_headroom_pct": 82.0,
  "ctsResizeCount": 0,
  "worst_path_max_delay_cell": "clkdlybuf4s50_1",
  "firstDrtPassIters": 2,
  "ios": 14,
  "syn_inst": 17,
  "ys_chip_area_um2": 130,
  "synthDistinctLibCells": 10,
  "rsz0062_at_grt": "false",
  "clockBufferCount": 0,
  "period_minus_slack_ns": 3.00,
  "simple_gate_area_share_pct": 24.0,
  "logic_area_um2": 111,
  "max_stage_delay_ns": 0.47,
  "cp_num_buf_inv": 3,
  "power.leakage_nw": 0.142,
  "avgSynthCellArea_um2": 7.65,
  "max_freq_mhz": 333,
  "fp-row-count": 21,
  "synthAdderAreaFrac_pct": 38.5,
  "fp.dieH_um": 80,
  "design.seq.count": 0,
  "max_cap_viol_count": 0,
  "antenna_cells": 0,
  "critPathCaptureType": "output pin",
  "arrival_ns": 2.36,
  "drt_iter0_drc": 8,
  "ys_top_logic_family": "adder cells",
  "ys_warn_count": 1,
  "grt_pass1_wl_um": 931,
  "chip_area_um2": 6400,
  "track_usage_pct": 1.78,
  "cp_max_fo": 4,
  "drv_slew": 0,
  "fill_cells": 402,
  "cpLargestDelayFamily": "buffers and inverters",
  "tightest_slew_ns": 0.270,
  "grt_overflow": 0,
  "wl_per_cell_um": 6.95,
  "start_kind": "primary input",
  "finalSetupTns_ns": 0,
  "min_path_type": "primary input to output pin",
  "grt_pass1_vias": 175,
  "outcome": "finished clean",
  "path_class": "primary input to output pin",
  "grt_max_degree": 5,
  "vias": 163,
  "irDropWorstVdd_v": 0.0000166,
  "die-width_um": 80,
  "drt-total-wl_um": 535,
  "syn-cell-area_um2": 130,
  "port-buffer-count": 14,
  "ys_seq_share_pct": 0,
  "finalPower_mw": 0.0444,
  "ys_cells": 17,
  "postRouteAntennaNets": 0
}
==> power by group <==
| part | total (mW) | switching [mW] | internal, mW | leakage (nW) |
|---|---|---|---|---|
| Clock | 0 | 0 | 0 | 0 |
| Combinational | 0.0444 | 0.0132 | 0.0313 | 0.142 |
| Sequential | 0 | 0 | 0 | 0 |
==> cell type report <==
class / count / area share (%)
multi-input cells: 12 / 34.0
well taps: 46 / 17.6
repair buffers: 14 / 42.7
inverters: 5 / 5.73
==> metal layers <==
metal  GRT usage (%)  routed length (um)  share of wire (%)  up-vias
li1                -                   -                  -       86
met1            2.31                 224                 42       70
met2            2.89                 249                 47        7
met3           0.682                  61                 11        0
met4               0                   0                  0        0
met5               0                   0                  0        -
==> kinds of logic (layout without fill, tap and decap cells) <==
group	after synthesis	after routing
fa+ha+maj	4	4
compound gates	4	4
simple gates	4	4
buf+inv	5	19
==> per-stage QoR <==
| step | utilization (%) | area [um^2] | std cells | setup slack, ns | hold slack [ns] |
|---|---|---|---|---|---|
| floorplan | - | 130 | 17 | 1.21 | 1.49 |
| global placement | 9.60 | 328 | 77 | 0.200 | 2.49 |
| detailed placement | 9.60 | 328 | 77 | 0.179 | 2.49 |
| CTS | 9.60 | 328 | 77 | 0.174 | 2.49 |
| global route | 9.60 | 328 | 77 | 0.0417 | 2.57 |
| finish | 9.60 | 328 | 77 | 0.195 | 2.48 |
==> layout by cell type, fill, tap and decap left out <==
cell type	n
clkdlybuf4s50_1	14
inv_1	4
ha_1	4
a21oi_1	2
nor2b_4	1
o211ai_2	1
and2_1	1
nand4_1	1
inv_2	1
a21o_1	1
nand3_1	1
==> cell usage after synthesis, drive strengths merged <==
| library cell | number | share of area (%) |
|---|---|---|
| nand3 | 1 | 3.8 |
| a21oi | 2 | 7.7 |
| ha | 4 | 38 |
| and2 | 1 | 4.8 |
| nand4 | 1 | 4.8 |
| o211ai | 1 | 9.6 |
| a21o | 1 | 5.8 |
| inv | 5 | 14 |
| nor2b | 1 | 11 |
==> path summary, 6_finish.rpt <==
kind | from | to | slack [ns] | cells past startpoint
min | B[1] | Y[4] | 2.48 | 5
max | B[3] | Y[2] | 0.20 | 6
Power is estimated from default activity; no workload was simulated.
